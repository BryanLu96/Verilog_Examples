File: /design/flow/config.mk
export PLATFORM = sky130hd
export DESIGN_NAME = CLA_32
export DESIGN_NICKNAME = CLA_32
export VERILOG_FILES = /design/flow/design.v
export SDC_FILE = /design/flow/constraint.sdc
export NUM_CORES = 4
export LEC_CHECK = 1
export CORE_AREA = 10 10 91 91
export DIE_AREA = 0 0 101 101
File: /design/flow/constraint.sdc
current_design CLA_32

set clk_period 10.3
set clk_io_pct 0.2

create_clock -name clk0 -period $clk_period

set non_clock_inputs [all_inputs -no_clocks]
set_input_delay [expr $clk_period * $clk_io_pct] -clock clk0 $non_clock_inputs
set_output_delay [expr $clk_period * $clk_io_pct] -clock clk0 [all_outputs]
File: /design/flow/design.v
module CLA_1(
	input a, b ,c_in,
	output s,
	output g, p
);
	assign s = a ^ b ^ c_in;
	assign g = a & b; 
	assign p = a | b;
endmodule
module CLA_16(
	input [15:0] 		a, b,
	input 					c_in,
	output [15:0] 	s,
	output 					P, G,
	output					c_out
);
	wire g0, p0, g1, p1, g2, p2, g3, p3;
	wire c0, c1, c2, c3, c4;
	CLA_4 CLA_4_u0(.a(a[3:0]), .b(b[3:0]), .c_in(c0), .s(s[3:0]), .P(p0), .G(g0), .c_out());
	CLA_4 CLA_4_u1(.a(a[7:4]), .b(b[7:4]), .c_in(c1), .s(s[7:4]), .P(p1), .G(g1), .c_out());
	CLA_4 CLA_4_u2(.a(a[11:8]), .b(b[11:8]), .c_in(c2), .s(s[11:8]), .P(p2), .G(g2), .c_out());
	CLA_4 CLA_4_u3(.a(a[15:12]), .b(b[15:12]), .c_in(c3), .s(s[15:12]), .P(p3), .G(g3), .c_out());
	assign c0 = c_in;
	assign c_out = c4;
	assign c1 = g0 | p0 & c0;
	assign c2 = g1 | p1 & g0 | p1 & p0 & c0;
	assign c3 = g2 | p2 & g1 | p2 & p1 & g0 | p2 & p1 & p0 & c0;
	assign c4 = g3 | p3 & g2 | p3 & p2 & g1 | p3 & p2 & p1 & g0 | p3 & p2 & p1 & p0 & c0;
	assign P = p3 & p2 & p1 & p0;
	assign G = g3 | p3 & g2 | p3 & p2 & g1 | p3 & p2 & p1 & g0; 
endmodule
module CLA_32(
	input [31:0] 		a, b,
	input 					c_in,
	output [31:0] 	s,
	output					c_out
);
	wire g0, p0, g1, p1;
	wire c0, c1, c2;
	CLA_16 CLA_16_u0(.a(a[15:0]), .b(b[15:0]), .c_in(c0), .s(s[15:0]), .P(p0), .G(g0), .c_out());
	CLA_16 CLA_16_u1(.a(a[31:16]), .b(b[31:16]), .c_in(c1), .s(s[31:16]), .P(p1), .G(g1), .c_out());
	assign c0 = c_in;
	assign c_out = c2;
	assign c1 = g0 | p0 & c0;
	assign c2 = g1 | p1 & g0 | p1 & p0 & c0;
endmodule
module CLA_4(
	input [3:0] 	a, b,
	input 				c_in,
	output [3:0] 	s,
	output 				P, G,
	output				c_out
);
	wire g0, p0, g1, p1, g2, p2, g3, p3;
	wire c0, c1, c2, c3, c4;
	CLA_1 CLA_1_u0(.a(a[0]), .b(b[0]), .c_in(c0), .s(s[0]), .p(p0), .g(g0) );
	CLA_1 CLA_1_u1(.a(a[1]), .b(b[1]), .c_in(c1), .s(s[1]), .p(p1), .g(g1) );
	CLA_1 CLA_1_u2(.a(a[2]), .b(b[2]), .c_in(c2), .s(s[2]), .p(p2), .g(g2) );
	CLA_1 CLA_1_u3(.a(a[3]), .b(b[3]), .c_in(c3), .s(s[3]), .p(p3), .g(g3) );
	assign c0 = c_in;
	assign c_out = c4;
	assign c1 = g0 | p0 & c0;
	assign c2 = g1 | p1 & g0 | p1 & p0 & c0;
	assign c3 = g2 | p2 & g1 | p2 & p1 & g0 | p2 & p1 & p0 & c0;
	assign c4 = g3 | p3 & g2 | p3 & p2 & g1 | p3 & p2 & p1 & g0 | p3 & p2 & p1 & p0 & c0;
	assign P = p3 & p2 & p1 & p0;
	assign G = g3 | p3 & g2 | p3 & p2 & g1 | p3 & p2 & p1 & g0; 
endmodule
File: /design/flow/run.sh
#!/bin/bash
# OpenROAD 26Q1-2900-gdf79404cd8, Yosys 0.63+post, stock flow scripts
make -C /OpenROAD-flow-scripts/flow DESIGN_CONFIG=/design/flow/config.mk WORK_HOME=/design/flow/orfs finish
==> impl_metrics.ini <==
; flow metrics
[critical_path]
endpoint_kind = primary output
crit_type = in -> out
worst_ep_arrival_time_ns = 5.36
startpoint_type = input pin
cp_max_fo = 4
required_ns = 8.24

[final_timing]
setup_ws_ns = 2.88
fin_crit_sh = 0.720
hold_viol = 0
setup_tns_ns = 0
worstMarginPinSlew_ns = 0.664
max_slew_margin = 0.553
fmax_ghz = 0.135
report.final.slew_viol_count = 0
setup_viol = 0
period_minus_slack_ns = 7.42
rsz0062_at_grt = false

[yosys]
synth_area_per_cell_um2 = 7.76
yosys_warnings = 0
netlist_top_cells_area = ha_1 36%, inv_1 15%, buf_4 11%, fa_1 7.1%, xnor2_1 7.0%
synth_area_leader_cell = ha_1
ys_chip_area_um2 = 2240
netlist_area_um2 = 2240
synth.distinct_cells = 31
ys_seq_frac = 0
synth.top_cell.area_share = 0.357
netlist_instances = 289
ys_cells = 289

[cells_and_area]
fillCellCount = 631
flops = 0
clock_buffers = 0
drive_above_1_share = 0.0338
utilization = 0.485
area_delta_synth_final_pct = 37.3
layout_top_cell = clkdlybuf4s50_1
final_cell_mix = 98 x clkdlybuf4s50_1, 89 x inv_1, 64 x ha_1, 18 x xnor2_1, 17 x a21oi_1
regArea_um2 = 0

[job]
maxCapViolations = 0
warnings = 72

[drt]
drtIter0Drc = 9
vias = 1844
detail-route-antenna-nets = 0
dr.pass1.iters = 4
drt-total-wl_mm = 4.84
vias_per_cell = 4.27
antenna_cells = 0
wl_per_cell_um = 11.2
drc_errors = 0

[floorplanning]
io_pins = 98
coreArea_um2 = 6350
fp.dieH_um = 101
fp_util = 0.353
row_count = 29
die_w_um = 101
die_area_um2 = 10200

[status]
status = completed

[global_routing]
grt_pass1_vias = 1867
antenna_found_initial = 0
track_usage = 0.0931
grt-ovfl-total = 0
grt_max_degree = 5
grt_pass1_wl_mm = 8.05

[cts]
cts-resized-gates = 0
postCtsHoldBufs = 0
post_cts_buffers = 0

[pwr]
p_total_mw = 0.163
leakage_nw = 1.60
p_per_area_nw_per_um2 = 53.1
peakVddDrop_uv = 32.1

[place]
portBuffers = 98
dpl.hpwl_mm = 4.66
gp_congestion = 0.840
dp_slack_ns = 2.85

[hold_path]
hp-class = in -> out
[stage by stage]
stage,area (µm²),instances,hold WS [ns]
floorplan,2240,289,4.30
global placement,3080,432,5.19
detailed placement,3080,432,5.20
CTS,3080,432,5.20
global route,3080,432,5.24
finish,3080,432,5.19
[cell usage after synthesis]
| master | n |
|---|---|
| a311oi_2 | 1 |
| xnor2_1 | 18 |
| or4_1 | 2 |
| o31ai_4 | 1 |
| buf_4 | 32 |
| nand2_1 | 1 |
| nand3_1 | 1 |
| a21oi_2 | 2 |
| a31oi_4 | 1 |
| nand3b_1 | 1 |
| fa_1 | 8 |
| a211o_1 | 1 |
| ha_1 | 64 |
| o21ai_4 | 1 |
| a21boi_0 | 1 |
| xor2_1 | 6 |
| a211oi_2 | 2 |
| nor3_1 | 4 |
| o21ai_2 | 2 |
| nor4_1 | 3 |
| inv_1 | 89 |
| a21boi_1 | 1 |
| nor2_1 | 12 |
| a21oi_1 | 17 |
| or3_1 | 1 |
| o41ai_2 | 1 |
| o21bai_1 | 8 |
| o31ai_1 | 2 |
| o21ba_2 | 1 |
| o211ai_1 | 1 |
| nor2b_1 | 4 |
[final cells by class]
type / instances / area, µm² / share of cell area
inverter: 89 / 334 / 0.108
multi-input combinational: 168 / 1670 / 0.542
tap: 77 / 96.3 / 0.0313
timing repair buffer: 98 / 981 / 0.318
[power by group]
part | switching, mW | internal, mW | total [mW]
combinational | 0.0575 | 0.106 | 0.163
clock | 0 | 0 | 0
sequential | 0 | 0 | 0
[final timing paths]
path               from    end  slack [ns]  cells after the start
hold / removal    b[21]  s[21]        5.19                      5
setup / recovery   a[5]  s[29]        2.88                     13
[cells by family after synthesis]
logic type | share of synthesized area
AOI/OAI and AO/OA | 0.157
buffers and inverters | 0.256
xor gates and xnor gates | 0.0937
adders and majority gates | 0.428
and+or+nand+nor | 0.0652
[worst max-delay path, stage by stage]
cell             delay [ns]
clkdlybuf4s50_1        0.48
inv_1                  0.05
ha_1                   0.22
or3_1                  0.39
a311oi_2               0.33
a211oi_2               0.17
o21ai_4                0.23
a31oi_4                0.15
o21ai_2                0.22
inv_1                  0.07
fa_1                   0.38
xnor2_1                0.13
clkdlybuf4s50_1        0.49
[per-layer routing]
layer	up-vias	global-route usage	share of wire
met4	0	0	0
li1	985	-	-
met1	795	0.114	0.41
met3	0	0.0478	0.15
met2	64	0.152	0.44
met5	-	0	0
