<file path="flow/run.sh">
#!/bin/bash
# OpenROAD 26Q1-2900-gdf79404cd8, Yosys 0.63+post, stock flow scripts
make -C /OpenROAD-flow-scripts/flow DESIGN_CONFIG=/design/flow/config.mk WORK_HOME=/design/flow/orfs finish
</file>
<file path="flow/config.mk">
export PLATFORM = sky130hd
export DESIGN_NAME = async_fifo
export DESIGN_NICKNAME = async_fifo
export VERILOG_FILES = /design/flow/design.v
export SDC_FILE = /design/flow/constraint.sdc
export NUM_CORES = 4
export LEC_CHECK = 1
export CORE_UTILIZATION = 40
</file>
<file path="flow/constraint.sdc">
current_design async_fifo

set clk_period 82.1
set clk_io_pct 0.2

create_clock -name clk0 -period $clk_period [get_ports {rclk}]
create_clock -name clk1 -period $clk_period [get_ports {wclk}]

set non_clock_inputs [all_inputs -no_clocks]
set_input_delay [expr $clk_period * $clk_io_pct] -clock clk0 $non_clock_inputs
set_output_delay [expr $clk_period * $clk_io_pct] -clock clk0 [all_outputs]
</file>
<file path="flow/design.v">
module async_fifo #(
	parameter	DATA_WIDTH = 16,
	parameter	ADDR_SIZE = 8
)(
	input						wclk,
	input						winc,
	input	[DATA_WIDTH-1:0]	wdata,
	input						wrst_n,
	output						wfull,
	input						rclk,
	input						rrst_n,
	input						rinc,
	output	[DATA_WIDTH-1:0]	rdata,
	output						rempty
);
	wire	[ADDR_SIZE:0]		wptr, rptr, wq2_rptr, rq2_wptr;
	wire	[ADDR_SIZE-1:0]		waddr, raddr;
	fifomem #(DATA_WIDTH, ADDR_SIZE) fifomem_u0 (
		.wdata	(wdata			),
		.waddr	(waddr			),
		.wclken	(winc			),
		.wfull	(wfull			),
		.wclk	(wclk			),
		.raddr	(raddr			),
		.rdata	(rdata			)			
	);
	sync_w2r #(ADDR_SIZE) sync_w2r_u0 (
		.rclk	(rclk			),
		.rrst_n	(rrst_n			),
		.wptr	(wptr			),
		.rq2_wptr	(rq2_wptr	)
	);
	sync_r2w #(ADDR_SIZE) sync_r2w_u0 (
		.wclk	(wclk			),
		.wrst_n	(wrst_n			),
		.rptr	(rptr			),
		.wq2_rptr	(wq2_rptr	)
	);
	rptr_empty #(ADDR_SIZE) rptr_empty_u0 (
		.rclk	(rclk			),
		.rrst_n	(rrst_n			),
		.rinc	(rinc			),
		.rq2_wptr	(rq2_wptr	),
		.rempty	(rempty			),
		.raddr	(raddr			),
		.rptr 	(rptr			)
	);
	wptr_full #(ADDR_SIZE) wptr_full_u0 (
		.wclk	(wclk			),
		.wrst_n	(wrst_n			),
		.winc	(winc			),
		.wq2_rptr	(wq2_rptr	),
		.wfull	(wfull			),
		.waddr	(waddr			),
		.wptr 	(wptr			)
	);
endmodule
module fifomem #(
	parameter	DATA_WIDTH = 16,
	parameter	ADDR_SIZE = 8
)(
	input 	[DATA_WIDTH-1:0]	wdata,
	input 	[ADDR_SIZE-1:0]		waddr,
	input						wclken,
	input						wfull,
	input						wclk,
	input 	[ADDR_SIZE-1:0]		raddr,
	output 	[DATA_WIDTH-1:0]	rdata
);
	localparam	DEPTH = 1 << ADDR_SIZE;
	reg [DATA_WIDTH-1:0]	mem [0:DEPTH-1];
	always @(posedge wclk)
	begin
		if(wclken && (!wfull)) begin
			mem[waddr] <= wdata;
		end
	end
	assign rdata = mem[raddr];
endmodule
 module rptr_empty #(
	parameter	ADDR_SIZE = 8
 )(
	input						rclk,
	input						rrst_n,
	input						rinc,
	input		[ADDR_SIZE:0]	rq2_wptr,
	output reg					rempty,
	output 		[ADDR_SIZE-1:0]	raddr,
	output reg	[ADDR_SIZE:0]	rptr 
 );
	reg [ADDR_SIZE:0]	rbin;
	wire [ADDR_SIZE:0]	rbinnext, rgraynext;
	wire rempty_value;
	assign rempty_value = (rgraynext == rq2_wptr);
	always @(posedge rclk, negedge rrst_n)
	begin
		if(!rrst_n)
			rempty <= 1'b1;
		else
			rempty <= rempty_value;
	end
	assign rgraynext = (rbinnext >> 1) ^ rbinnext;
	assign rbinnext = rbin + (rinc & ~rempty);
	assign raddr = rbin[ADDR_SIZE-1:0];
	always @(posedge rclk, negedge rrst_n)
	begin
		if(!rrst_n)
			{rbin, rptr} <= 0;
		else
			{rbin, rptr} <= {rbinnext, rgraynext};
	end
 endmodule
 module sync_r2w #(
	parameter	ADDR_SIZE = 8
 )(
	input					wclk,
	input					wrst_n,
	input	[ADDR_SIZE:0]	rptr,
	output reg	[ADDR_SIZE:0]	wq2_rptr
 );
	reg		[ADDR_SIZE:0]	wq1_rptr;
	always @(posedge wclk, negedge wrst_n)
	begin
		if(!wrst_n) begin
			wq1_rptr <= 0;
			wq2_rptr <= 0;
		end
		else begin
			wq1_rptr <= rptr;
			wq2_rptr <= wq1_rptr;			
		end
	end
endmodule
 module sync_w2r #(
	parameter	ADDR_SIZE = 8
 )(
	input					rclk,
	input					rrst_n,
	input	[ADDR_SIZE:0]	wptr,
	output reg	[ADDR_SIZE:0]	rq2_wptr
 );
	reg		[ADDR_SIZE:0]	rq1_wptr;
	always @(posedge rclk, negedge rrst_n)
	begin
		if(!rrst_n) begin
			rq1_wptr <= 0;
			rq2_wptr <= 0;
		end
		else begin
			rq1_wptr <= wptr;
			rq2_wptr <= rq1_wptr;			
		end
	end
endmodule
 module wptr_full #(
	parameter	ADDR_SIZE = 8
 )(
	input						wclk,
	input						wrst_n,
	input						winc,
	input		[ADDR_SIZE:0]	wq2_rptr,
	output reg					wfull,
	output 		[ADDR_SIZE-1:0]	waddr,
	output reg	[ADDR_SIZE:0]	wptr 
 );
	reg [ADDR_SIZE:0]	wbin;
	wire [ADDR_SIZE:0]	wbinnext, wgraynext;
	wire wfull_value;
	assign wfull_value = (wgraynext == {~wq2_rptr[ADDR_SIZE:ADDR_SIZE-1],wq2_rptr[ADDR_SIZE-2:0]});
	always @(posedge wclk, negedge wrst_n)
	begin
		if(!wrst_n)
			wfull <= 1'b0;
		else
			wfull <= wfull_value;
	end
	assign wgraynext = (wbinnext >> 1) ^ wbinnext;
	assign wbinnext = wbin + (winc & ~wfull);
	assign waddr = wbin[ADDR_SIZE-1:0];
	always @(posedge wclk, negedge wrst_n)
	begin
		if(!wrst_n)
			{wbin, wptr} <= 0;
		else
			{wbin, wptr} <= {wbinnext, wgraynext};
	end
 endmodule
</file>
==> impl_metrics.yaml <==
# synthesis and place-and-route metrics
run_status:
  status: "finished clean"
critical_path:
  reg2reg_to: "rptr_empty_u0.rempty"
  worstSetupStartpoint: "rptr_empty_u0.rbin[0]"
  cp-endpoint: "rdata[3]"
  critPathArrivalTime_ps: 7840
  path_class: "register to output port"
  critPathRequiredTime_ps: 65680
  critPathMaxFanout: 69
  endpoint_kind: "output port"
  reg2regPathDepth: 10
  r2r-start: "rptr_empty_u0.rbin[2]"
  r2r_slack_ps: 77170
  cp-start-kind: "register"
cells_and_area:
  nFillCells: 32320
  mostFrequentLayoutCells: "4,096 x edfxtp_1, 821 x mux4_2, 516 x buf_4"
  final_layout_size_suffix_gt1_share_pct: 24.41
  final_cell_count_no_fill: 13690
  finalInstanceArea_mm2: 0.1823
  synthToLayoutAreaGrowth_pct: 13.81
  layout_top_cell: "edfxtp_1"
synth:
  edf_count: 4096
  ys_async_sr_fraction_pct: 1.727
  synth_flops: 4168
  yosysSeqAreaShare_pct: 77.90
  netlist_area_mm2: 0.1602
  avgSynthCellArea_um2: 21.30
  syn_inst: 7520
  ys.flop_type: "edfxtp_1"
  synth_cell_types: 60
  ys_warn_count: 5
  ys_cells: 7520
  synth-area-yosys_mm2: 0.1602
detailed_routing:
  drt_pass1_iterations: 5
  ant_nets: 0
  viasPerCell: 5.830
  initialDrtViolationCount: 5575
  remaining_drc_errors: 0
  post_drt_wl_per_cell_um: 33.27
  num_vias: 79820
  wirelength_um: 455400
clock_network:
  path_clk_slew_ps: 70
  cts-resized-gates: 0
  cts_sinks: 4168
  cts_tree: "yes"
sta:
  fin_setup_tns_ps: 0
  setup_ws_ps: 57840
  setup_violations: 0
  worstMarginPinSlew_ps: 1449
  max-slew-margin-rel_pct: 2.489
  drv_slew: 0
  whs_ps: 221.5
  rsz0062_at_grt: "false"
  hold_viol: 0
  clock_skew_ps: 60.13
grt:
  grt_pass1_vias: 86980
  grt_pass1_wl_um: 644200
  grt_overflow: 0
  grt_max_degree: 134
  antenna_found_initial: 25
  track_usage_pct: 24.92
floorplan:
  fp.dieW_um: 634.9
  design.core.area_mm2: 0.3988
  fp_util_pct: 40.17
  dieHeight_um: 634.9
  pin_count: 40
  rows: 232
  die_area_mm2: 0.4030
placement:
  place_ws_ps: 58170
  finalWeightedCongestion: 0.9454
  hpwl_um: 274300
  dpl_cell_area_mm2: 0.1689
  io_buffers: 38
  dp_cells: 12900
worst_hold_path:
  hold_depth: 1
  worst_hold_path_type: "register to register"
job:
  warnings: 31
  cap_violations: 0
power:
  power_density_mw_per_mm2: 32.21
  vdd.ir_drop.worst_mv: 0.02185
  leakage_nw: 57.61
[cell type report]
type	instances	area (um^2)	area share (%)
Clock buffer	494	10720	5.882
Multi-Input combinational cell	2877	32840	18.01
Tap cell	5265	6588	3.613
Antenna cell	21	52.55	0.02882
Inverter	16	63.81	0.03500
Timing Repair Buffer	583	4745	2.602
Clock inverter	266	2495	1.368
Sequential cell	4168	124800	68.46
[how the worst min path moves through the flow]
stage | startpoint | to
6_report | rptr_empty_u0.rptr[7] | sync_r2w_u0.wq1_rptr[7]
5_1_grt | rptr_empty_u0.rptr[7] | sync_r2w_u0.wq1_rptr[7]
4_1_cts | rptr_empty_u0.rptr[6] | sync_r2w_u0.wq1_rptr[6]
[cells by family (layout without fill, tap and decap cells)]
kind of cell	count (synthesis)	in the layout	share of synthesized area, %
xor+xnor	45	45	0.2460
other cells	0	21	0
compound gates	768	768	3.503
simple gates	799	799	2.271
flops	4168	4168	77.90
buf+inv	475	1359	1.753
fa+ha+maj	4	4	0.03124
mux	1261	1261	14.29
[metrics by stage]
step / utilization [%] / total power [mW]
6_report: 45.71 / 5.872
2_1_floorplan: - / 3.462
5_1_grt: 45.70 / 6.068
3_5_place_dp: 42.36 / 4.058
4_1_cts: 45.69 / 5.901
3_3_place_gp: 42.35 / 4.052
[per-layer routing]
| layer | routed length [um] | GRT usage [%] | part of all wire [%] |
|---|---|---|---|
| met2 | 206600 | 34.94 | 45 |
| met4 | 22940 | 9.540 | 5.0 |
| met5 | 992 | 1.863 | 0.22 |
| met1 | 134000 | 26.67 | 29 |
| met3 | 90890 | 22.27 | 20 |
[registers in the layout, summed over array words and instances, names as in the netlist]
register              cells
fifomem_u0.mem         4096
rptr_empty_u0.rbin        8
rptr_empty_u0.rempty      1
rptr_empty_u0.rptr        9
sync_r2w_u0.wq1_rptr      9
sync_r2w_u0.wq2_rptr      9
sync_w2r_u0.rq1_wptr      9
sync_w2r_u0.rq2_wptr      9
wptr_full_u0.wbin         8
wptr_full_u0.wfull        1
wptr_full_u0.wptr         9
[synthesized netlist by cell type, types with 17 or more instances]
library cell / count / area share (%)
nor2b_1: 17 / 0.066
buf_4: 52 / 0.24
nand4_1: 30 / 0.12
a21oi_1: 126 / 0.39
nand3_1: 36 / 0.11
o21ai_0: 39 / 0.12
mux4_2: 821 / 12
mux2i_1: 437 / 2.7
nand2_1: 162 / 0.38
nor4_1: 71 / 0.28
o221ai_1: 139 / 0.76
clkbuf_1: 207 / 0.49
a22oi_1: 74 / 0.35
a22o_1: 54 / 0.30
buf_2: 99 / 0.31
nor3_1: 107 / 0.33
buf_6: 58 / 0.41
a221oi_1: 56 / 0.31
xor2_1: 34 / 0.19
o211ai_1: 23 / 0.11
edfxtp_1: 4096 / 77
buf_1: 23 / 0.054
o22ai_1: 146 / 0.57
a211oi_1: 19 / 0.089
nor2_1: 330 / 0.77
dfrtp_1: 71 / 1.1
[critical path, cell delays in order (launching register included)]
cell	delay, ps
dfrtp_4	770
buf_4	650
buf_12	490
buf_4	740
buf_4	760
mux2i_1	190
o221ai_1	270
nor3_1	100
nor4_1	400
nand4_1	650
nor4_1	1230
buf_4	250
o31a_1	220
clkdlybuf4s50_1	500
[report_power, final]
part           switching, mW  total [mW]  internal [mW]
combinational          0.998        1.62          0.627
clock                  0.797        1.85           1.06
sequential            0.0251        2.40           2.37
[what timing repair did]
item / CTS / global route
hold buffers: 9 / 0
endpoints found under the hold margin: 9 / 0
setup buffers: 0 / 0
Power is estimated from default activity; no workload was simulated.
